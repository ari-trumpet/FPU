$ cat ./design.v
`timescale 1ns/1ps
module fadd (
	 	input logic clk,  
    input logic[31:0] a,  
    input logic[31:0] b,  
    output logic[31:0] c,  
    output logic[8:0] DIFF,
    output logic SIGN1,
    output logic[26:0] SHIFT_MB,
    output logic[7:0] EXPSELECT3,
    output logic[23:0] MASELECT3,
    output logic[26:0] MASELECT,
    output logic[27:0] MASELECT2
);
  logic[31:0] input1,input2;   
  logic[26:0] shift_mb;        
  logic[31:0] in1,in2;   
  logic[3:0] flag1,flag2;		 
  logic[7:0] flag12;
  logic[2:0] flag;					 
  logic sign1,sign2;
  logic[7:0] exp1,exp2;
  logic[22:0] mant1,mant2;
  logic[4:0] returncase;		 
  logic[8:0] expdiff;   
  logic[26:0] ma,mb;  
  logic[27:0] maplus1,maminus1;   
  logic[7:0] expsub,expselect,expselect3;
  logic[8:0] expsub2,expselect2;
  logic[26:0] maplus2,maminus2,maselect,maselect3;
  logic[27:0] maselect2;
  logic pattern1,pattern2,pattern3,pattern4,pattern5;
  logic[8:0] expplus;   
  logic[31:0] returnbits;
	integer i;  
function ISNAN ( input logic[31:0] IN );
begin
	if(IN[30:23] == 8'b11111111 && IN[22:0] != 23'b00000000000000000000000)
	  ISNAN = 1'b1;
	else
	  ISNAN = 1'b0;
end
endfunction
function ISINF ( input logic[31:0] IN );
begin
	if(IN == 32'h7f800000)
	  ISINF = 1'b1;
	else
	  ISINF = 1'b0;
end
endfunction
function ISNINF ( input logic[31:0] IN );
begin
	if(IN == 32'hff800000)
	  ISNINF = 1'b1;
	else
	  ISNINF = 1'b0;
end
endfunction
function EXP0 ( input logic[31:0] IN );
begin
	if(IN[30:23] == 8'h00)
		EXP0 = 1'b1;
	else
		EXP0 = 1'b0;
end
endfunction
function SIGN ( input logic[31:0] IN );
begin
	SIGN = IN[31];
end
endfunction
function logic[7:0] EXP ( input logic[31:0] IN );
begin
	EXP[7:0] = IN[30:23];
end
endfunction
function logic[22:0] MANT ( input logic[31:0] IN );
begin
	MANT[22:0] = IN[22:0];
end
endfunction
always_ff @(posedge clk) 
begin
	input1 <= a;
	input2 <= b;
end
	assign flag1[3] = ISNAN(input1);
	assign flag1[2] = ISINF(input1);
	assign flag1[1] = ISNINF(input1);
	assign flag1[0] = EXP0(input1);
	assign flag2[3] = ISNAN(input2);
	assign flag2[2] = ISINF(input2);
	assign flag2[1] = ISNINF(input2);
	assign flag2[0] = EXP0(input2);
    assign flag12 = {flag1,flag2};
function logic[2:0] FLAG ( input logic[7:0] flags );
	begin
		if(flags[7] == 1'b1 || flags[3] == 1'b1)  
			FLAG = 3'b001;		 
		else if((flags[6]==1'b1&&flags[1]==1'b1)||(flags[5]==1'b1&&flags[2]==1'b1))  
			FLAG = 3'b001;		 
		else if(flags[6]==1'b1||flags[2]==1'b1)
			FLAG = 3'b010;		 
		else if(flags[5]==1'b1||flags[1]==1'b1)
			FLAG = 3'b011;		 
		else if(flags[4]==1'b1&&flags[0]==1'b1)
			FLAG = 3'b100;		 
		else if(flags[4]==1'b1)
			FLAG = 3'b110;		 
		else if(flags[0]==1'b1)
			FLAG = 3'b101;		 
		else
			FLAG = 3'b000;		 
	end
endfunction 
	assign flag = FLAG(flag12);
	always_comb
	begin
		if(input1[30:0] >= input2[30:0])
		begin
			in1 = input1;
			in2 = input2;
		end
		else
		begin
			in1 = input2;
			in2 = input1;
		end
	end
	assign sign1 = in1[31];
	assign exp1  = EXP(in1);
	assign mant1 = MANT(in1);	
	assign sign2 = in2[31];
	assign exp2  = EXP(in2);
	assign mant2 = MANT(in2);
	assign expdiff = (exp1 - exp2);     
	assign DIFF = expdiff[8:0];   
	assign SIGN1 = sign1;         
	always_comb
	begin
		if( expdiff[7:0] > 8'd26)
			returncase[0] = 1'b1;
		else
			returncase[0] = 1'b0;
	end
	assign ma = {1'b1,mant1,3'b000};
	assign mb = {1'b1,mant2,3'b000};
    function logic[26:0] SHIFTMB ( input logic[26:0] mantissab, logic[7:0] diff );
    begin
      priority case(diff)
        27'd0:    SHIFTMB = mantissab;
        27'd1:    SHIFTMB = {(mantissab[26:1] >> 1),|mantissab[1:0]};
        27'd2:    SHIFTMB = {(mantissab[26:1] >> 2),|mantissab[2:0]};
        27'd3:    SHIFTMB = {(mantissab[26:1] >> 3),|mantissab[3:0]};
        27'd4:    SHIFTMB = {(mantissab[26:1] >> 4),|mantissab[4:0]};
        27'd5:    SHIFTMB = {(mantissab[26:1] >> 5),|mantissab[5:0]};
        27'd6:    SHIFTMB = {(mantissab[26:1] >> 6),|mantissab[6:0]};
        27'd7:    SHIFTMB = {(mantissab[26:1] >> 7),|mantissab[7:0]};
        27'd8:    SHIFTMB = {(mantissab[26:1] >> 8),|mantissab[8:0]};
        27'd9:    SHIFTMB = {(mantissab[26:1] >> 9),|mantissab[9:0]};
        27'd10:    SHIFTMB ={(mantissab[26:1] >> 10),|mantissab[10:0]};
        27'd11:    SHIFTMB = {(mantissab[26:1] >> 11),|mantissab[11:0]};
        27'd12:    SHIFTMB = {(mantissab[26:1] >> 12),|mantissab[12:0]};
        27'd13:    SHIFTMB = {(mantissab[26:1] >> 13),|mantissab[13:0]};
        27'd14:    SHIFTMB = {(mantissab[26:1] >> 14),|mantissab[14:0]};
        27'd15:    SHIFTMB = {(mantissab[26:1] >> 15),|mantissab[15:0]};
        27'd16:    SHIFTMB = {(mantissab[26:1] >> 16),|mantissab[16:0]};
        27'd17:    SHIFTMB = {(mantissab[26:1] >> 17),|mantissab[17:0]};
        27'd18:    SHIFTMB = {(mantissab[26:1] >> 18),|mantissab[18:0]};
        27'd19:    SHIFTMB = {(mantissab[26:1] >> 19),|mantissab[19:0]};
        27'd20:    SHIFTMB = {(mantissab[26:1] >> 20),|mantissab[20:0]};
        27'd21:    SHIFTMB = {(mantissab[26:1] >> 21),|mantissab[21:0]};
        27'd22:    SHIFTMB = {(mantissab[26:1] >> 22),|mantissab[22:0]};
        27'd23:    SHIFTMB = {(mantissab[26:1] >> 23),|mantissab[23:0]};
        27'd24:    SHIFTMB = {(mantissab[26:1] >> 24),|mantissab[24:0]};
        27'd25:    SHIFTMB = {(mantissab[26:1] >> 25),|mantissab[25:0]};
        27'd26:    SHIFTMB = {(mantissab[26:1] >> 26),|mantissab[26:0]};
   default:    SHIFTMB = 1'b0; 
     endcase
   end
 endfunction   
    assign shift_mb = SHIFTMB(mb,expdiff[7:0]);
    assign SHIFT_MB = shift_mb;  
    always_comb   
    begin
      if(sign1 == sign2) 
        pattern1 = 1'b1;
      else
        pattern1 = 1'b0;
    end
	always_comb   
    begin
     if(pattern1 == 1'b1) 
      maplus1 = ma + shift_mb;   
     else
      maplus1 = ma - shift_mb;
     end
    always_comb
    begin
      if(pattern1 == 1'b1 && maplus1[27] == 1'b1)
        pattern2 = 1'b1;
      else
        pattern2 = 1'b0;
    end
    always_comb   
    begin
      if(pattern2 == 1'b1)
        expplus = exp1 + 1;  
      else
        expplus = 1'b0;
    end
    always_comb   
     begin
       if(pattern2 == 1'b1)
         maplus2[26:0] = {maplus1[27:2],|maplus1[1:0]};
       else
         maplus2[26:0] = maplus1[26:0];
     end    
	always_comb   
	begin
	  if(pattern1 == 1'b0)
		  maminus1 = ma - shift_mb;    
	  else 
		  maminus1 = ma + shift_mb;             
    end
    always_comb   
    begin
	  if(pattern1 == 1'b0 && maminus1 == 28'b0)
		returncase[1] = 1'b1;
	  else
	    returncase[1] = 1'b0;
	end
	function logic[7:0] EXPMINUS ( input logic[27:0] IN );
    begin
      if(IN[26]==1'b1)
        EXPMINUS = 8'h00;
      else if(IN[25]==1'b1)
        EXPMINUS = 8'h01;
      else if(IN[24]==1'b1)
        EXPMINUS = 8'h02;
      else if(IN[23]==1'b1)
        EXPMINUS = 8'h03;
      else if(IN[22]==1'b1)
        EXPMINUS = 8'h04;
      else if(IN[21]==1'b1)
        EXPMINUS = 8'h05;
      else if(IN[20]==1'b1)
        EXPMINUS = 8'h06;
      else if(IN[19]==1'b1)
        EXPMINUS = 8'h07;
      else if(IN[18]==1'b1)
        EXPMINUS = 8'h08;            
      else if(IN[17]==1'b1)
        EXPMINUS = 8'h09;
      else if(IN[16]==1'b1)
        EXPMINUS = 8'h0a;
      else if(IN[15]==1'b1)  
        EXPMINUS = 8'h0b;
      else if(IN[14]==1'b1)  
        EXPMINUS = 8'h0c;
      else if(IN[13]==1'b1)  
        EXPMINUS = 8'h0d;
      else if(IN[12]==1'b1)  
        EXPMINUS = 8'h0e;
      else if(IN[11]==1'b1)  
        EXPMINUS = 8'h0f;
      else if(IN[10]==1'b1)  
        EXPMINUS = 8'h10;
      else if(IN[9]==1'b1)  
        EXPMINUS = 8'h11;
      else if(IN[8]==1'b1)  
        EXPMINUS = 8'h12;
      else if(IN[7]==1'b1)  
        EXPMINUS = 8'h13;
      else if(IN[6]==1'b1)  
        EXPMINUS = 8'h14;
      else if(IN[5]==1'b1)  
        EXPMINUS = 8'h15;
      else if(IN[4]==1'b1)  
        EXPMINUS = 8'h16;
      else if(IN[3]==1'b1)  
        EXPMINUS = 8'h17;
      else if(IN[2]==1'b1)  
        EXPMINUS = 8'h18;
      else if(IN[1]==1'b1)  
        EXPMINUS = 8'h19;
      else if(IN[0]==1'b1)  
        EXPMINUS = 8'h1a;
      else  
        EXPMINUS = 8'hff;
    end
    endfunction
	function logic[26:0] MAMINUS ( input logic[27:0] IN );
    begin
      if(IN[26]==1'b1)
        MAMINUS = IN[26:0];
      else if(IN[25]==1'b1)
        MAMINUS = {IN[25:0],1'b0};    
      else if(IN[24]==1'b1)
        MAMINUS = {IN[24:0],2'b0};
      else if(IN[23]==1'b1)
        MAMINUS = {IN[23:0],3'b0};
      else if(IN[22]==1'b1)
        MAMINUS = {IN[22:0],4'b0};
      else if(IN[21]==1'b1)
        MAMINUS = {IN[21:0],5'b0};
      else if(IN[20]==1'b1)
        MAMINUS = {IN[20:0],6'b0};
      else if(IN[19]==1'b1)
        MAMINUS = {IN[19:0],7'b0};
      else if(IN[18]==1'b1)
        MAMINUS = {IN[18:0],8'b0};
      else if(IN[17]==1'b1)
        MAMINUS = {IN[17:0],9'b0};
      else if(IN[16]==1'b1)
        MAMINUS = {IN[16:0],10'b0};
      else if(IN[15]==1'b1)
        MAMINUS = {IN[15:0],11'b0};
      else if(IN[14]==1'b1)
        MAMINUS = {IN[14:0],12'b0};
      else if(IN[13]==1'b1)
        MAMINUS = {IN[13:0],13'b0};
      else if(IN[12]==1'b1)
        MAMINUS = {IN[12:0],14'b0};
      else if(IN[11]==1'b1)
        MAMINUS = {IN[11:0],15'b0};
      else if(IN[10]==1'b1)
        MAMINUS = {IN[10:0],16'b0};
      else if(IN[9]==1'b1)
        MAMINUS = {IN[9:0],17'b0};
      else if(IN[8]==1'b1)
        MAMINUS = {IN[8:0],18'b0};
      else if(IN[7]==1'b1)
        MAMINUS = {IN[7:0],19'b0};
      else if(IN[6]==1'b1)
        MAMINUS = {IN[6:0],20'b0};
      else if(IN[5]==1'b1)
        MAMINUS = {IN[5:0],21'b0};
      else if(IN[4]==1'b1)
        MAMINUS = {IN[4:0],22'b0};
      else if(IN[3]==1'b1)
        MAMINUS = {IN[3:0],23'b0};
      else if(IN[2]==1'b1)
        MAMINUS = {IN[2:0],24'b0};
      else if(IN[1]==1'b1)
        MAMINUS = {IN[1:0],25'b0};
      else if(IN[0]==1'b1)
        MAMINUS = {IN[0],26'b0};
      else 
        MAMINUS = 27'b0;
    end
    endfunction  
	always_comb   
	begin
	  if(pattern1 == 1'b0)
	    expsub = EXPMINUS(maminus1);
	  else
	    expsub = 1'b0;
	end
	always_comb   
	begin
	  if(pattern1 == 1'b0)
	    maminus2 = MAMINUS(maminus1);
	  else
	    maminus2 = 1'b0;
	end
	always_comb   
	begin
	  if(pattern1==1'b0 && exp1 <= expsub)
	    returncase[2] = 1'b1;
	  else
	    returncase[2] = 1'b0;
	end
    always_comb
    begin
      if(pattern2 == 1'b1)
        maselect = maplus2;
      else if(pattern1 == 1'b1)
        maselect = maplus1[26:0];   
      else 
        maselect = maminus2;
    end
    assign MASELECT = maselect;
    assign expsub2 = exp1 - expsub;
	always_comb 
	begin
      if(pattern2 == 1'b1)
		expselect = expplus[7:0];
	  else if(pattern1 == 1'b1)
		expselect = exp1;
	  else 
		expselect = expsub2[7:0];
	end
	always_comb
	begin
	  if((maselect[2] == 1'b1) && ((maselect[3:0] & 4'b1011) != 4'b0000))
	    pattern4 = 1'b1;
      else
        pattern4 = 1'b0;
    end
    always_comb
    begin
      if(pattern4 == 1'b1)
        maselect2[27:0] = maselect[26:0] + 4'b1000;
      else
        maselect2[27:0] = {1'b0,maselect[26:0]};   
    end
    assign MASELECT2[27:0] = maselect2[27:0];
    always_comb
    begin
        if(pattern4==1'b1 && maselect2[27]==1'b1)
          pattern5 = 1'b1;
        else
          pattern5 = 1'b0;
    end
	always_comb
	begin
	  if(pattern5==1'b1)
	    maselect3 = maselect2[27:1];
	  else
	    maselect3 = maselect2[26:0];
	end
	always_comb
	begin
	  if(pattern5==1'b1)
	    expselect2 = expselect + 1'b1;
	  else
	    expselect2 = {1'b0,expselect};
	end
	assign expselect3 = expselect2[7:0];
	assign EXPSELECT3 = expselect3;
	assign MASELECT3 = maselect3;
	always_comb
	begin 
		if(flag == 3'b001)
			returnbits = 32'h7fffffff;
		else if(flag == 3'b010)
			returnbits = 32'h7f800000;
		else if(flag == 3'b011)
			returnbits = 32'hff800000;
		else if(flag == 3'b100)
			returnbits = 32'h00000000;
		else if(flag == 3'b110)
			returnbits = input2;
		else if(flag == 3'b101)
			returnbits = input1;					 
		else if(returncase[0] == 1'b1)
			returnbits = in1;
		else if(returncase[1] == 1'b1)
			returnbits = 1'b0;
		else if(returncase[2] == 1'b1)
			returnbits = 1'b0;						 
		else if(expselect3 == 8'hff)
			returnbits = {sign1,31'b1111111100000000000000000000000};
		else if(expselect3 == 8'h00)
			returnbits = {sign1,31'b0000000000000000000000000000000};
		else
			returnbits = {sign1,expselect3[7:0],maselect3[25:3]};
	end                             
	assign c = returnbits;
endmodule
$ cat ./run.sh
#!/bin/bash
# OpenROAD 26Q1-2900-gdf79404cd8, Yosys 0.63+post, stock flow scripts
make -C /OpenROAD-flow-scripts/flow DESIGN_CONFIG=/design/flow/config.mk WORK_HOME=/design/flow/orfs finish
$ cat ./constraint.sdc
current_design fadd

set clk_period 57.6
set clk_io_pct 0.2

create_clock -name clk0 -period $clk_period [get_ports {clk}]

set non_clock_inputs [all_inputs -no_clocks]
set_input_delay [expr $clk_period * $clk_io_pct] -clock clk0 $non_clock_inputs
set_output_delay [expr $clk_period * $clk_io_pct] -clock clk0 [all_outputs]
$ cat ./config.mk
export PLATFORM = sky130hd
export DESIGN_NAME = fadd
export DESIGN_NICKNAME = fadd
export VERILOG_FILES = /design/flow/design.v
export SDC_FILE = /design/flow/constraint.sdc
export NUM_CORES = 4
export LEC_CHECK = 1
export CORE_UTILIZATION = 50
==> results.sh <==
# source this file to load flow results
export IMPL_status="complete, no violations"
export IMPL_wl_per_cell_um=28.7
export IMPL_hold_violations=0
export IMPL_synth_async_sr_flop_share=0
export IMPL_chip_area_um2=35500
export IMPL_tns_ns=0
export IMPL_required_ns=46.08
export IMPL_maxCapViolations=0
export IMPL_crit_end="c[12]"
export IMPL_drv_slew=0
export IMPL_relSlewSlack=0.160
export IMPL_critPathMaxFanout=56
export IMPL_syn_mean_instance_area_um2=6.38
export IMPL_simple_gate_share=0.296
export IMPL_tightest_slew_ns=1.23
export IMPL_synth_cell_types=116
export IMPL_via_count=24600
export IMPL_ff_type="dfxtp_1"
export IMPL_worstPathArrival_ns=16.14
export IMPL_critical_path_class="reg -> out"
export IMPL_grt_setup_unrepaired="false"
export IMPL_antenna_found_initial=2
export IMPL_drc=0
export IMPL_drtAntennaViolNets=0
export IMPL_postCtsResizedCells=0
export IMPL_die_x_um=188
export IMPL_yosys_area_share_aoi=0.412
export IMPL_placedCellCount=3262
export IMPL_warnings=50
export IMPL_setup_viol=0
export IMPL_cts_max_level=3
export IMPL_routed_wl_mm=94.1
export IMPL_final_fill_count=3076
export IMPL_hp_class="in -> reg"
export IMPL_cts_buffers=9
export IMPL_p_leak_nw=7.67
export IMPL_startpoint="input2[23]"
export IMPL_cp_slowest_cell="a221oi_1"
export IMPL_adder_share=0.0672
export IMPL_area_delta_synth_final_pct=17.1
export IMPL_synth_warning_count=1
export IMPL_layout_drive_gt1_share=0.0866
export IMPL_grt_overflow=0
export IMPL_hpwl_mm=69.7
export IMPL_clockBufferDepth=2
export IMPL_routed_via_density=7.49
export IMPL_synth_edff_count=0
export IMPL_ys_ff=64
export IMPL_crit_path_end_kind="output port"
export IMPL_fin_ws_ns=29.94
export IMPL_final_cell_count_no_fill=3280
export IMPL_core_um2=33900
export IMPL_ir_worst_vdd_mv=0.0423
export IMPL_path_common_cell="buf_4"
export IMPL_netlist_area_um2=17400
export IMPL_p_per_area_nw_per_um2=37.5
export IMPL_grt_use_total=0.527
export IMPL_port_buffers=220
export IMPL_timing_fmax_ghz=0.0361
export IMPL_crit_family="simple AND/OR/NAND/NOR gates"
export IMPL_cp_slowest_stage_delay_ns=0.91
export IMPL_clkTransAtPathRegs_ns=0.06
export IMPL_topCellsByArea="dfxtp_1 7.4%, ha_1 6.5%, nand2_1 6.2%, o21ai_0 6.0%, a21oi_1 5.8%"
export IMPL_worst_setup_path_start_kind="flip-flop"
export IMPL_yosysMostFrequentCell="nand2_1"
export IMPL_cts_tree="yes"
export IMPL_path_depth=46
export IMPL_ios=221
export IMPL_dr_pass1_iters=10
export IMPL_tritoncts_num_sinks=64
export IMPL_drt_iter0_markers=4002
export IMPL_synth_cells=2722
export IMPL_cts_setup_buffers=0
export IMPL_critPathBufInv=6
export IMPL_yosys_top_cells_count="287 x nand2_1, 264 x nor2_1, 208 x o21ai_0, 201 x a21oi_1, 151 x clkbuf_1"
export IMPL_synthTopLogicFamily="AND-OR/OR-AND gates"
export IMPL_synth_top_area_share=0.0738
export IMPL_yosysTopAreaCell="dfxtp_1"
export IMPL_synth_seq_share=0.0738
export IMPL_cts_root_buffer="clkbuf_16"
export IMPL_yosysCellCount=2722
export IMPL_dieHeight_um=188
export IMPL_pre_cts_slack_ns=31.27
export IMPL_grt_pass1_wl_mm=141
export IMPL_holdBufCountCts=0
export IMPL_power_total_w=0.000762
export IMPL_ys_sh_mux=0.0209
export IMPL_rows=67
export IMPL_ys_chip_area_um2=17400
export IMPL_grt_pass1_vias=22400
export IMPL_post_route_min_period_ns=27.66
export IMPL_period_used=0.480
export IMPL_xor_area_frac=0.0418
export IMPL_gp_congestion=1.11
export IMPL_grt_max_degree=83
export IMPL_initial_utilization=0.513
[stage by stage]
stage	utilization	area, µm²	hold slack (ns)
final	0.600	20300	11.62
after global routing	0.600	20300	11.62
after CTS	0.600	20300	11.61
after detailed placement	0.591	20000	11.97
after global placement	0.591	20000	11.97
after floorplan	-	17400	11.55
[metal layers]
layer	part of all wire	up-vias	global-route usage
li1	-	10600	-
met1	0.35	11000	0.665
met2	0.40	2359	0.752
met3	0.15	637	0.187
met4	0.095	4	0.363
met5	0.00024	-	0
[how the worst min path moves through the flow]
stage	cells past startpoint	to	slack [ns]	from
final	1	input1[24]	11.62	a[24]
after global routing	1	input1[24]	11.62	a[24]
after CTS	1	input1[24]	11.61	a[24]
[placed cells by master, fill, tap and decap left out, types with 30 or more instances in the layout]
| cell | instances |
|---|---|
| nand2_1 | 286 |
| nor2_1 | 263 |
| clkdlybuf4s50_1 | 220 |
| o21ai_0 | 207 |
| a21oi_1 | 201 |
| buf_4 | 119 |
| inv_1 | 113 |
| o22ai_1 | 111 |
| nand3_1 | 99 |
| ha_1 | 90 |
| nor3_1 | 82 |
| dfxtp_1 | 64 |
| xnor2_1 | 51 |
| nand4_1 | 49 |
| a221oi_1 | 42 |
| a31oi_1 | 42 |
| o221ai_1 | 40 |
| nor4_1 | 39 |
| o211ai_1 | 36 |
| or3_1 | 36 |
| a211oi_1 | 35 |
| and2_1 | 33 |
| or4_1 | 30 |
[logic make-up after synthesis]
| logic type | after synthesis |
|---|---|
| flops | 64 |
| fa+ha+maj | 92 |
| xor+xnor | 79 |
| mux | 35 |
| compound gates | 1042 |
| buf+inv | 365 |
| simple gates | 1045 |
[power by group]
part	total (W)	switching [W]	internal, W
Combinational	0.000651	0.000417	0.000234
Sequential	0.0000521	0.00000536	0.0000467
Clock	0.0000590	0.0000209	0.0000381
Total	0.000762	0.000443	0.000319
[state kept, by name, summed over array words and instances (netlist names)]
name / count
input1: 32
input2: 32
[final cells by class]
class	count	area (µm²)	share of cell area
diodes	2	5.00	0.000246
clock buffers	10	229	0.0113
clock inverters	6	91.3	0.00449
inverters	118	445	0.0219
multi-input cells	2293	14600	0.719
flip-flops and latches	64	1280	0.0630
well taps	448	561	0.0276
repair buffers	339	3100	0.152
